==> flow/design.v <==
`timescale 1ns / 1ps
module data_mem(
    input wire clk,
    input wire mem_enable,
    input wire mem_read,
    input wire mem_write,
    input wire [31:0] address,
    input wire [31:0] write_data,
    output reg [31:0] mem_data_out,
    input wire mem_enable_f_out_mem,
    input wire mem_write_f_out_mem,
    input wire [31:0] address_f,
    input wire [31:0] data_for_writing_sw,
    output reg [31:0] mem_data_out_f
);
    reg [31:0] memory [0:255];   
    integer i;
     always @(*) begin
        if (mem_enable && mem_read)
            mem_data_out = memory[address];
        else begin
            mem_data_out = 32'b0;
        if (mem_enable_f_out_mem && !mem_write_f_out_mem)
            mem_data_out_f = memory[address_f];
        else
            mem_data_out_f = 32'b0;
        end
    end
    always @(posedge clk) begin
        if (mem_enable && mem_write && 
            !(mem_enable_f_out_mem && mem_write_f_out_mem && address == address_f)) begin
            memory[address] <= write_data;
        end
        if (mem_enable_f_out_mem && mem_write_f_out_mem) begin
            if (address == address_f && mem_enable && mem_write) begin
            end else begin
                memory[address_f] <= data_for_writing_sw;
            end
        end
    end
endmodule
module mem_stage(
    input wire clk, input wire rst, input wire mem_enable,
    input wire wb_enable_mems, input wire [4:0] rd_mems,
    input wire ld_mems, input wire mem_read, input wire mem_write,
    input wire [31:0] write_data, 
    input wire [31:0] alu_out,   
    input wire mem_enable_f_out_ex,
    input wire mem_write_f_out_ex, 
    input wire mem_enable_f_out_mem,
    input wire mem_write_f_out_mem,
    input wire [31:0] address_f,
    input wire [31:0] data_for_writing_sw,
    output reg [31:0] mem_data, output reg [31:0] result_out,
    output reg wb_enable_wb, output reg [4:0] rd_wb, output reg ld_wb,
    output reg wb_enable_fwd,
    output reg [4:0] rd_wb_fwd,
    output reg [31:0] mem_data_out_f_wb,
    output wire mem_stall
);
wire [31:0] mem_data_out_f;
wire [31:0] address;
wire [31:0] mem_data_wire;   
assign address = (mem_enable) ? alu_out : 32'dx;
wire stall_sw_due_to_flw;
assign stall_sw_due_to_flw = mem_write && (!mem_write_f_out_ex && mem_enable_f_out_ex);
wire safe_mem_write;
assign safe_mem_write = mem_write && !stall_sw_due_to_flw;
assign mem_stall = stall_sw_due_to_flw; 
data_mem dm(
    .clk(clk),
    .mem_enable(mem_enable), 
    .mem_read(mem_read), 
    .mem_write(safe_mem_write),   
    .write_data(write_data), 
    .address(address), 
    .mem_data_out(mem_data_wire),
    .mem_enable_f_out_mem(mem_enable_f_out_mem),
    .mem_write_f_out_mem(mem_write_f_out_mem),
    .address_f(address_f),
    .data_for_writing_sw(data_for_writing_sw),
    .mem_data_out_f(mem_data_out_f)
);
always @(posedge clk or posedge rst) begin
    if (rst) begin
        mem_data     <= 32'd0;
        result_out   <= 32'd0;
        wb_enable_wb <= 1'b0;
        rd_wb        <= 5'd0;
        ld_wb        <= 1'b0;
        wb_enable_fwd<=1'b0;
        rd_wb_fwd<=5'b0;
        mem_data_out_f_wb<=32'd0;
    end 
    else begin
        if(mem_write && mem_write_f_out_ex) begin
        wb_enable_wb <= wb_enable_mems;
        rd_wb        <= rd_mems;
        ld_wb        <= ld_mems;
        mem_data <= mem_data_wire;
        wb_enable_fwd<=wb_enable_mems;
        rd_wb_fwd<=rd_mems;
        mem_data_out_f_wb<=mem_data_out_f;
        if(!mem_enable)
         result_out<=alu_out;
    end
end
end
endmodule
==> flow/run.sh <==
#!/bin/bash
# OpenROAD 26Q1-2900-gdf79404cd8, Yosys 0.63+post, stock flow scripts
make -C /OpenROAD-flow-scripts/flow DESIGN_CONFIG=/design/flow/config.mk WORK_HOME=/design/flow/orfs finish
==> flow/config.mk <==
export PLATFORM = sky130hd
export DESIGN_NAME = mem_stage
export DESIGN_NICKNAME = mem_stage
export VERILOG_FILES = /design/flow/design.v
export SDC_FILE = /design/flow/constraint.sdc
export NUM_CORES = 4
export LEC_CHECK = 1
export CORE_UTILIZATION = 30
export SYNTH_MEMORY_MAX_BITS = 65536
==> flow/constraint.sdc <==
current_design mem_stage

set clk_period 3.1
set clk_io_pct 0.2

create_clock -name clk0 -period $clk_period [get_ports {clk}]

set non_clock_inputs [all_inputs -no_clocks]
set_input_delay [expr $clk_period * $clk_io_pct] -clock clk0 $non_clock_inputs
set_output_delay [expr $clk_period * $clk_io_pct] -clock clk0 [all_outputs]
==> results.txt <==
Implementation results. The timer found 32 register pins that no clock reaches; their paths are not timed. The design draws 281 mW. Along the worst path, the maximum fanout reaches 2.

Clock latency of the later-clocked register in the worst-skew pair landed at 1.37 ns. In this run the remaining antenna-violating nets after routing total 0. Filler cell count landed at between 100k and 150k.

Number of antenna violations at the first check in global routing landed at 422. Total vias in the final route landed at 331,000. Final worst setup slack landed at -0.206 ns. For this run, the total global-route usage over all layers was measured as 0.343. In this run the cell area measured after placement is 560,000 um2. The critical path is of the flop to flop type. The slowest stage of the critical path is the sky130_fd_sc_hd__a221oi_4 cell. Entering global routing, the biggest net connects 99 pins. Number of violations of the max-capacitance limit landed at 0.

Transition time at the pin with the least slew margin landed at 1.40 ns. The number of buffers and inverters on the critical path is 1. Final number of max-transition violations landed at 0.

Sorting the synthesized cells by area gives the leading types as sky130_fd_sc_hd__edfxtp_1 50%, sky130_fd_sc_hd__mux4_2 19%, sky130_fd_sc_hd__mux2_1 9.6%. Number of enable flip-flop cells landed at 8,192. Data required time of the worst path landed at 4.29 ns.

On the critical path the data arrives at 4.49 ns. STA lists the endpoint of the worst register-to-register path as mem_data[21]$_DFFE_PP0P_. Total congestion overflow landed at 0. Placeable core region landed at 1,630,000 um2. STA classifies the critical path startpoint as a flop. STA classifies the critical path endpoint as a flop. Highest clock rate landed at 302 MHz. The checks that failed: negative setup slack. In the per-layer breakdown of the detailed-route log, met1 shows between 700,000 and 800,000 um. Overall die width landed at between 1000 and 1500 um. Headroom to the max-slew limit landed at 0.0623. On the reported timing paths, the clock transition at the registers reads 0.06 ns. Detailed placement finished with a half-perimeter wire length of just under 2,000,000 um.

The run finished, with violations left. Count of endpoints without a timing constraint landed at 32. In this run the deepest clock path goes through 5 buffers. Per-cell routed wire length landed at slightly below 50 um. Post-synth the commonest register cell is sky130_fd_sc_hd__edfxtp_1.

sky130_fd_sc_hd__edfxtp_1 takes more of the synthesized area than any other cell. Number of violations reported at the end of detailed-routing iteration 0 landed at 27,200. TritonCTS buffer count landed at 973. Register-to-register setup slack landed at -0.21 ns. The launch point of the worst register-to-register path is recorded as dm.memory[55][21]$_DFFE_PP_.

Summed over all layers, the routed wires come to 2,680,000 um. The routed design uses about 550,000 um of met3 wire. Fraction of registers with async set or reset after synthesis landed at 0.0124.

In the final run the clock tree shows a worst skew of around 0.18 ns. In the synthesized netlist, the number of instances is 30,000. The floorplan report gives the top-level pin count as between 200 and 300. Final weighted congestion in routability-driven placement landed at roughly 1.1. TritonRoute reported its final design rule violation total as 0. The floorplan step defined a die boundary enclosing 1,640,000 um2. Standard-cell row count landed at between 400 and 500. In this run the worst setup path terminates at mem_data[21]$_DFFE_PP0P_. Power density relative to cell area landed at approximately 470 nW/um2.

Counting buffers and inverters, the worst setup path is 7 cells deep. The kind of cell with the highest combined delay along the critical path is AND-OR/OR-AND gates. Number of synthesized register bits landed at 8,327. The most critical setup path has its startpoint at dm.memory[55][21]$_DFFE_PP_. CTS built an H-tree with a depth of 6. The final hold violation count recorded for this run is 0. Via count of the first global-routing pass landed at 345,000. The most common cell in the synthesized netlist is sky130_fd_sc_hd__edfxtp_1.

STA shows the worst reg2reg path with a cell count of 7. Final design utilization landed at 0.366. Average cell area after synthesis landed at 16.3 um2. TritonCTS built the clock tree. Global-route wire length before repair landed at 3,460,000 um.

The area fraction of the largest cell type after synthesis is 0.502. The report lists the cells along the critical path as mux4_2 -> mux4_2 -> a22oi_2 -> buf_4 -> nand4_1 -> a221oi_4 -> nor3_1. Floorplan die height landed at 1280 um. Summed area of non-filler cells in the final layout landed at 597,000 um2. Delay of the slowest critical-path stage landed at 0.81 ns. Yosys cell count landed at 30,000. In this run the VDD rail shows a maximum IR drop of 0.000588 V. The tree is rooted in a sky130_fd_sc_hd__clkbuf_16. After synthesis, the chip area reported by Yosys is around 500,000 um2. The synthesized netlist occupies a cell area of 490,000 um2.

Share of the clock period used by the worst path after layout landed at 1.07. Signal routing reaches up to met5. Layout-stage area growth over the synthesis result landed at 21.8%.

Routed wire length on met2 landed at 1,070,000 um. The leakage power in the latest report is 192 nW. Number of setup violations in the final report landed at 378. Fraction of final layout cells with drive strength greater than 1 landed at 0.463.

Number of vias per cell landed at around 6.1. The Yosys step of the flow raised 2 warnings. The number of different library cells used by synthesis comes to around 93. Number of warnings in the stage logs landed at 32. The tightest min-delay check is of the input port to flop type.

During placement, the flow inserted port buffers numbering 253. Setup repair after global routing could not meet its margin everywhere. Final period demand of the worst path landed at between 3 and 4 ns. The first TritonRoute pass finished after 6 iterations. Among the stages of the critical path, the cell type that occurs most often is sky130_fd_sc_hd__mux4_2.

Core utilization at floorplan landed at 0.301. By count the netlist is led by 8,192 x sky130_fd_sc_hd__edfxtp_1, 4,186 x sky130_fd_sc_hd__mux2_1, 4,119 x sky130_fd_sc_hd__mux2_2. Worst slack on hold paths landed at 0.0315 ns.
stage by stage:
stage / cells / TNS (ns) / setup WS [ns]
floorplan: 30000 / -3578.53 / -0.711
global placement: 52000 / - / -2.35
detailed placement: 52000 / - / -2.14
CTS: 53800 / -0.00194 / -0.00142
global route: 54400 / -4.56 / -0.176
finish: 54700 / -14.17 / -0.206
layout make-up:
type / instances / area, um2 / area share
Sequential cell: 8327 / 249000 / 0.417
Multi-Input combinational cell: 17500 / 228000 / 0.383
Timing Repair Buffer: 4653 / 58800 / 0.0986
Tap cell: 21700 / 27100 / 0.0454
Clock buffer: 1168 / 25400 / 0.0425
Clock inverter: 621 / 6150 / 0.0103
Antenna cell: 712 / 1780 / 0.00299
Inverter: 18 / 108 / 0.000180
state kept, by name (all words and copies together) (netlist names):
signal             count
mem_data              32
ld_wb                  1
rd_wb                  5
dm.memory           8192
mem_data_out_f_wb     32
wb_enable_fwd          1
dm.mem_data_out_f     32
result_out            32
cells by family after synthesis:
family | share of synthesized area
buffers and inverters | 0.0394
flip-flops | 0.507
AND/OR/NAND/NOR | 0.0195
multiplexers | 0.402
AND-OR/OR-AND | 0.0303
XOR/XNOR | 0.000572
latches | 0.000981
power by group:
group	leakage, nW	internal [mW]	switching (mW)
Combinational	102	14.3	26.3
Sequential	75.2	124	0.277
Clock	15.3	65.3	51.5
per-layer routing:
layer / GRT usage / vias up
met1: 0.327 / 170000
met5: 0.120 / -
met3: 0.304 / 6132
li1: - / 127000
met4: 0.275 / 326
met2: 0.441 / 27400
timing repair:
action | in CTS | in global routing
endpoints found under the hold margin | 320 | 4
buffers inserted | 24 | 78
pin swaps | 15 | 40
cloned | 11 | 16
hold buffers | 61 | 4
endpoints found under the setup margin | 9636 | 6940
resized | 122 | 109
placed cells by master (no fill, tap or decap), types with 157 or more instances in the layout:
| cell | count |
|---|---|
| sky130_fd_sc_hd__nor2_1 | 164 |
| sky130_fd_sc_hd__edfxtp_1 | 8192 |
| sky130_fd_sc_hd__o21ai_0 | 157 |
| sky130_fd_sc_hd__a22oi_1 | 580 |
| sky130_fd_sc_hd__clkbuf_16 | 993 |
| sky130_fd_sc_hd__nand3_1 | 199 |
| sky130_fd_sc_hd__mux2_1 | 4186 |
| sky130_fd_sc_hd__buf_4 | 2545 |
| sky130_fd_sc_hd__mux2_2 | 4119 |
| sky130_fd_sc_hd__mux2i_1 | 1004 |
| sky130_fd_sc_hd__mux4_2 | 4118 |
| sky130_fd_sc_hd__o22ai_4 | 215 |
| sky130_fd_sc_hd__buf_12 | 1703 |
| sky130_fd_sc_hd__nand2_1 | 740 |
| sky130_fd_sc_hd__clkinv_1 | 223 |
| sky130_fd_sc_hd__clkbuf_1 | 173 |
| sky130_fd_sc_hd__a21oi_1 | 333 |
| sky130_fd_sc_hd__clkinv_2 | 201 |
| sky130_fd_sc_hd__diode_2 | 712 |
how the worst min path moves through the flow:
stage | start | end | slack, ns | depth (start not counted)
after CTS | write_data[31] | dm.memory[60][31]$_DFFE_PP_ | 0.0002 | 2
after global routing | data_for_writing_sw[4] | dm.memory[178][4]$_DFFE_PP_ | 0.05 | 2
final | write_data[29] | dm.memory[22][29]$_DFFE_PP_ | 0.03 | 2
Power figures rest on the tool's default switching activity, not on a simulated workload.
