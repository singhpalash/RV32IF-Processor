$ cat /design/flow/run.sh
#!/bin/bash
# OpenROAD 26Q1-2900-gdf79404cd8, Yosys 0.63+post, stock flow scripts
make -C /OpenROAD-flow-scripts/flow DESIGN_CONFIG=/design/flow/config.mk WORK_HOME=/design/flow/orfs finish
$ cat /design/flow/config.mk
export PLATFORM = sky130hd
export DESIGN_NAME = fpu_decoder
export DESIGN_NICKNAME = fpu_decoder
export VERILOG_FILES = /design/flow/design.v
export SDC_FILE = /design/flow/constraint.sdc
export NUM_CORES = 4
export LEC_CHECK = 1
export CORE_UTILIZATION = 40
$ cat /design/flow/constraint.sdc
current_design fpu_decoder

set clk_period 2.0
set clk_io_pct 0.2

create_clock -name clk0 -period $clk_period [get_ports {clk}]

set non_clock_inputs [all_inputs -no_clocks]
set_input_delay [expr $clk_period * $clk_io_pct] -clock clk0 $non_clock_inputs
set_output_delay [expr $clk_period * $clk_io_pct] -clock clk0 [all_outputs]
$ cat /design/flow/design.v
module fpu_decoder(
    input wire clk,
    input wire rst,
    input wire read_regport_f1,
    input wire read_regport_f2,
    input wire mem_enable_f_out,  
    input wire mem_write_f_out,
    input wire wb_enable_f_out,
    input wire [4:0] rs1_f,
    input wire [4:0] rs2_f,
    input wire [4:0] rd_temp_f,  
    input wire [4:0] rd_temp_f_wb,  
    input wire reg_write_f_en,  
    input wire [31:0] wb_data_f,  
    input wire [6:0] opcode_f,  
    input wire [2:0] func_data_f,
    input wire [6:0] func_7_f,
    input wire flag_done,  
    output reg mem_enable_f_out_ex,  
    output reg mem_write_f_out_ex,
    output reg wb_enable_f_out_ex,
    output reg [4:0] rs1_f_out,
    output reg [4:0] rs2_f_out,
    output reg [4:0] rd_temp_f_out,
    output reg [6:0] opcode_f_out,
    output reg [2:0] func_data_f_out,
    output reg [6:0] func_7_f_out,
    output reg [31:0] rs1_data_f_out,
    output reg [31:0] rs2_data_f_out
);
    wire [31:0] rs1_data_f;
    wire [31:0] rs2_data_f;
    reg_bank_f rbf (
        .clk(clk),
        .rst(rst),
        .rs1_f(rs1_f),
        .rs2_f(rs2_f),
        .rd_temp_f_wb(rd_temp_f_wb),
        .read_regport_f1(read_regport_f1),
        .read_regport_f2(read_regport_f2),
        .wb_data_f(wb_data_f),
        .wb_enable_f(reg_write_f_en),
        .rs1_data_f(rs1_data_f),
        .rs2_data_f(rs2_data_f)
    );
    always @(posedge clk or posedge rst) begin
        if (rst) begin
            mem_enable_f_out_ex <= 1'b0;
            mem_write_f_out_ex <= 1'b0;
            wb_enable_f_out_ex <= 1'b0;
            rs1_f_out <= 5'd0;
            rs2_f_out <= 5'd0;
            rd_temp_f_out <= 5'd0;
            opcode_f_out <= 7'd0;
            func_data_f_out <= 3'd0;
            func_7_f_out <= 7'd0;
            rs1_data_f_out <= 32'd0;
            rs2_data_f_out <= 32'd0;
        end 
        else begin
            if (flag_done) begin
                mem_enable_f_out_ex <= mem_enable_f_out;
                mem_write_f_out_ex <= mem_write_f_out;
                wb_enable_f_out_ex <= wb_enable_f_out;
                rs1_f_out <= rs1_f;
                rs2_f_out <= rs2_f;
                rd_temp_f_out <= rd_temp_f;
                opcode_f_out <= opcode_f;
                func_data_f_out <= func_data_f;
                func_7_f_out <= func_7_f;
                rs1_data_f_out <= rs1_data_f;
                rs2_data_f_out <= rs2_data_f;
            end  
        end
    end
endmodule
`timescale 1ns / 1ps
module reg_bank_f(
    input  wire        clk,
    input  wire        rst,
    input  wire [4:0]  rs1_f,
    input  wire [4:0]  rs2_f,
    input  wire [4:0]  rd_temp_f_wb,
    input  wire        read_regport_f1,
    input  wire        read_regport_f2,
    input  wire [31:0] wb_data_f,
    input  wire        wb_enable_f,
    output wire [31:0] rs1_data_f,
    output wire [31:0] rs2_data_f
);
    integer i;
    reg [31:0] registers_f [0:31];
    assign rs1_data_f = (read_regport_f1 == 1'b0) ? 32'd0 : registers_f[rs1_f];
    assign rs2_data_f = (read_regport_f2 == 1'b0) ? 32'd0 : registers_f[rs2_f];
    always @(posedge clk or posedge rst) begin
        if (rst) begin
            for (i = 0; i < 32; i = i + 1) begin
                registers_f[i] <= i;
            end
        end else begin
            if (wb_enable_f && rd_temp_f_wb != 5'b00000) begin
                registers_f[rd_temp_f_wb] <= wb_data_f;
            end
            registers_f[0] <= 32'd0;
        end
    end
endmodule
==> results.txt <==
Implementation run completed; key figures follow.

Final timing:
- In the post-route analysis, the smallest setup slack over all paths is -0.0190 ns.
- The most critical hold endpoint after final layout shows a slack of roughly 0.067 ns.
- The run puts the highest achievable clock rate at slightly below 0.5 GHz.
- The final timing summary puts the cycle share of the worst path at 1.01.
- The run gives the count of final setup violators as 2.
- After layout, the minimum clock period comes to roughly 2.0 ns.
- The pin closest to its max-slew limit shows a slew of 0.730 ns.
- The final timing report lists a max-slew violation count of 0.
- Between clock sinks in the finished design, the worst skew comes to 0.0289 ns.
- The run gives the number of endpoints with negative hold slack in the final report as 0.
- The run puts the worst relative slew slack at 0.512.
- Setup repair after global routing left no endpoint under its margin.

Logic synthesis:
- In the Yosys report the total cell count is about 4,400.
- Of the synthesized area, sequential elements account for 0.510.
- The synthesized instance count is between 4,000 and 5,000.
- The area fraction of the largest cell type after synthesis is 0.471.
- The run gives the post-synthesis cell type with the largest combined area as sky130_fd_sc_hd__dfrtp_1.
- The most used flip-flop cell after synthesis is sky130_fd_sc_hd__dfrtp_1.
- Per the post-synthesis stats, the area per cell is about 12 um^2.
- The run gives the post-synthesis sequential element count as around 1,100.
- The run puts the number of distinct library cell variants in the gate-level netlist after synthesis at 84.
- The mapped netlist covers between 50,000 and 60,000 um^2.
- The run gives the post-synth tally of flip-flops with integrated enable as 0.
- The run puts the chip area line of the yosys report at roughly 54,000 um^2.
- The synthesis log from Yosys contains 3 warnings.
- For this run, asynchronously set or reset flops after synthesis account for 1.00.
- By area the synthesized netlist is led by sky130_fd_sc_hd__dfrtp_1, sky130_fd_sc_hd__mux2_2, sky130_fd_sc_hd__a22oi_1.

CTS:
- The clock passes through at most 3 buffers.
- The run gives the master cell of the clock root buffer as sky130_fd_sc_hd__clkbuf_16.
- For this design, the sink count on the clock tree is between 1,000 and 1,500.
- The run gives the depth of the CTS H-tree as 4.
- The run gives the worst-skew pair later-pin latency as 0.81 ns.
- Clock tree synthesis inserted a total of about 130 buffers.
- The run puts the CTS clock-pin slew for the worst setup and hold paths at roughly 0.060 ns.
- The run gives the CTS tree as built.

Layout:
- The run gives the area growth from synthesis to layout as 31.6%.
- Summing all multi-input logic gate instances after layout gives between 20,000 and 25,000 um^2.
- The area taken by sequential standard cells is reported as approximately 27,000 um^2.
- The run gives the layout cell share with drive strength beyond 1 as 0.441.
- The run gives the filler cell count as ~11,000.

Route:
- The run gives the total via count in the routed design as between 40,000 and 50,000.
- The run gives the post-route DRC violation count as 0.
- The run puts the wire length after detailed routing at slightly below 300,000 um.
- Using the TritonRoute via totals, the vias-per-cell ratio works out to approximately 6.7.
- The detail route stage leaves a number of antenna-violating nets equal to 0.
- The run puts the average detailed-routed wire length per instance at 41.2 um.
- For this block, the initial DRC count from the detailed router was about 5,100.
- In the log, the iteration count for the first detailed-route pass is 9.

Floorplan:
- The run gives the fraction of the core area occupied by cells at floorplan as 0.403.
- The run puts the area of the chip at 136,000 um^2.
- The run gives the floorplan row count as roughly 130.
- The run puts the number of primary I/O pins at 177.
- The run gives the width of the chip as around 370 um.
- The run puts the area inside the core boundary at approximately 130,000 um^2.
- Measured along the y axis, the die boundary spans around 370 um.

Critical path:
- The run puts the critical-path maximum fanout at 13.
- The run gives the data required time at the worst endpoint as between 2 and 3 ns.
- The run gives the top cell family by delay on the critical path as simple AND/OR/NAND/NOR gates.
- In the setup report, the worst path falls into the class input pin to flop.
- The run gives the critical path data arrival time as between 2 and 3 ns.
- The run gives the highest-delay cell along the critical path as sky130_fd_sc_hd__nand3b_2.
- Together, buffers and inverters on the worst path number 3.
- In this design, the stage delay of the slowest critical-path cell is 0.46 ns.
- The run gives the kind of capture point of the worst setup path as a flop.
- STA classifies the critical path startpoint as an input pin.
- Listed in order, past its start point the critical path passes buf_2, nand3b_2, nor2_2, buf_12, a22oi_1, nand4_1, nor4_4, buf_4, o2bb2ai_1.

Run:
- The run gives the OpenROAD warning count as 30.
- The run gives the max-cap check violation count as 0.

Pwr:
- The run puts the static leakage power at 31.4 nW.
- Looking at the VDD voltage map, the peak drop is around 0.75 mV.
- The run puts the power density over the cells at 916 nW/um^2.

Placed design:
- Summed over all nets, the half-perimeter wirelength after detailed placement is between 150,000 and 200,000 um.
- The run gives the setup slack after placement as -1.05 ns.
- As logged by OpenROAD, the buffers inserted on ports number ~180.
- The congestion estimate from routability-driven global placement came to between 1 and 1.5.

Global route:
- The run puts the largest net degree at the start of global routing at roughly 100.
- For this run the aggregate overflow at the end of global routing stands at 0.
- The run gives the initial antenna violation count as 8.
- The run gives the number of global-route vias before repair as ~46,000.
- The run gives the total global routing track utilization as 0.442.
- The run puts the wire length of the first global-routing pass at 391,000 um.

Run status:
- The checks that failed: setup timing.
- The run finished, with violations left.

Min path:
- The worst hold path belongs to the class input pin to flop.
per-stage QoR:
step	cell area, um^2	instances	util	power [mW]	setup TNS, ns
final	70600	7017	0.530	64.7	-0.0321
after global routing	70600	7003	0.530	66.6	0
after CTS	70400	6992	0.528	64.5	0
after detailed placement	65800	6727	0.494	39.9	-434.54
after global placement	65800	6727	0.494	39.8	-434.79
after floorplan	53700	4411	-	34.8	-
cell families (layout without fill, tap and decap cells):
kind of cell | after synthesis | after routing | share of synthesized area
compound gates | 1012 | 1012 | 0.144
buf+inv | 429 | 1250 | 0.0374
flops | 1091 | 1091 | 0.510
mux | 1119 | 1119 | 0.235
other cells | 0 | 17 | 0
simple gates | 760 | 760 | 0.0729
worst register-to-register path, delay by kind of cell (launching register included):
kind | cells | cell delay (ns)
AND-OR/OR-AND | 2 | 0.21
flip-flops | 1 | 0.47
AND/OR/NAND/NOR | 3 | 0.56
buffers and inverters | 1 | 0.18
multiplexers | 1 | 0.37
power by group:
group          switching (mW)  leakage (nW)  total [mW]  internal [mW]
clock                    10.2          2.14        24.7           14.5
combinational            4.21          15.4        9.37           5.16
sequential               4.19          13.8        30.6           26.4
total                    18.6          31.4        64.7           46.1
final timing paths:
check                           cells past startpoint  slack [ns]                   start                  to
worst max-delay path                                9       -0.02                rs2_f[2]   rs2_data_f_out[7]
worst min-delay path                                3        0.07               flag_done  rs2_data_f_out[18]
worst max register to register                      7        0.07  rbf.registers_f[6][16]  rs1_data_f_out[16]
worst min register to register                      1        0.49      rs2_data_f_out[27]  rs2_data_f_out[27]
max in group asynchronous                           4        1.17                     rst  rs2_data_f_out[19]
min in group asynchronous                           3        0.14                     rst    rd_temp_f_out[3]
area by class of cell:
type	count	area share
sequential	1091	0.388
multi-input combinational	2891	0.352
timing repair buffer	1004	0.165
clock buffer	182	0.0528
tap	1768	0.0313
clock inverter	52	0.00914
inverter	12	0.000709
antenna	17	0.000602
cell usage in the layout, fill, tap and decap left out, types with 9 or more instances in the layout:
master                            synthesis  final
sky130_fd_sc_hd__mux2_2                 999    999
sky130_fd_sc_hd__dfrtp_1               1011    994
sky130_fd_sc_hd__a22oi_1                782    780
sky130_fd_sc_hd__buf_4                   18    525
sky130_fd_sc_hd__buf_12                   0    301
sky130_fd_sc_hd__nand2_1                247    238
sky130_fd_sc_hd__clkbuf_16                0    131
sky130_fd_sc_hd__dlygate4sd2_1            0     99
sky130_fd_sc_hd__nand4_1                 95     95
sky130_fd_sc_hd__mux2i_1                 81     81
sky130_fd_sc_hd__dfstp_2                 80     80
sky130_fd_sc_hd__clkdlybuf4s50_1          0     68
sky130_fd_sc_hd__nor2_4                   5     67
sky130_fd_sc_hd__nand3_1                 65     64
sky130_fd_sc_hd__nor2_1                 100     50
sky130_fd_sc_hd__nor3_1                  54     50
sky130_fd_sc_hd__and3_1                  50     50
sky130_fd_sc_hd__nor4_1                  42     34
sky130_fd_sc_hd__a21oi_1                 31     31
sky130_fd_sc_hd__mux2_4                  30     30
sky130_fd_sc_hd__a22o_1                  27     27
sky130_fd_sc_hd__clkbuf_8                 0     26
sky130_fd_sc_hd__clkbuf_1               178     25
sky130_fd_sc_hd__clkinv_2                 0     21
sky130_fd_sc_hd__a221oi_1                21     20
sky130_fd_sc_hd__nand2b_1                22     19
sky130_fd_sc_hd__o21ai_0                 18     18
sky130_fd_sc_hd__a222oi_1                18     18
sky130_fd_sc_hd__diode_2                  0     17
sky130_fd_sc_hd__dfrtp_2                  0     17
sky130_fd_sc_hd__nor2b_1                 13     13
sky130_fd_sc_hd__o22ai_1                 13     13
sky130_fd_sc_hd__a31oi_1                 13     13
sky130_fd_sc_hd__bufinv_16                0     11
sky130_fd_sc_hd__nand2_2                  1     10
sky130_fd_sc_hd__a2111oi_0               11     10
sky130_fd_sc_hd__clkinvlp_4               0      9
sky130_fd_sc_hd__a32oi_1                  9      9
layer usage:
| metal | vias up | share of wire | global-route usage |
|---|---|---|---|
| li1 | 18400 | - | - |
| met1 | 24200 | 0.38 | 0.591 |
| met2 | 3617 | 0.41 | 0.589 |
| met3 | 1031 | 0.15 | 0.244 |
| met4 | 18 | 0.066 | 0.212 |
| met5 | - | 0.0011 | 0.0142 |
Yosys cell counts, drive strengths merged (44+ instances only):
cell type     n
a22oi       782
mux2i        81
nor3         54
mux2       1036
dfrtp      1011
nand2       248
buf         238
nor4         44
nor2        122
nand4        95
clkbuf      179
dfstp        80
and3         50
nand3        66
repair_timing:
action                                  4_1_cts  5_1_grt
pin swaps                                     2        7
endpoints found under the setup margin      122       37
buffers inserted                             31        8
resized                                     119       25
hold buffers                                  0        0
sequential cells by signal, indices dropped and copies added, names as in the netlist:
| signal | cells |
|---|---|
| rs2_data_f_out | 32 |
| func_data_f_out | 3 |
| func_7_f_out | 7 |
| opcode_f_out | 7 |
| rs1_f_out | 5 |
| rbf.registers_f | 992 |
| mem_enable_f_out_ex | 1 |
| rs1_data_f_out | 32 |
| mem_write_f_out_ex | 1 |
| rd_temp_f_out | 5 |
| wb_enable_f_out_ex | 1 |
| rs2_f_out | 5 |
Power is estimated from default activity; no workload was simulated.
