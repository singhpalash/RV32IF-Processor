$ cat run.sh
#!/bin/bash
# OpenROAD 26Q1-2900-gdf79404cd8, Yosys 0.63+post, stock flow scripts
make -C /OpenROAD-flow-scripts/flow DESIGN_CONFIG=/design/flow/config.mk WORK_HOME=/design/flow/orfs finish
$ cat config.mk
export PLATFORM = sky130hd
export DESIGN_NAME = Id_stage
export DESIGN_NICKNAME = Id_stage
export VERILOG_FILES = /design/flow/design.v
export SDC_FILE = /design/flow/constraint.sdc
export NUM_CORES = 4
export LEC_CHECK = 1
export CORE_UTILIZATION = 40
$ cat design.v
`timescale 1ns / 1ps
module Id_stage(
    input wire clk,
    input wire rst,
    input wire [31:0] instruction,
    input wire [31:0] wb_data,
    input wire reg_write_en,  
    input wire [31:0] pc,
    input wire [4:0] rd_in,  
    input wire flush_out,  
    input wire flag_done, 
    output wire [31:0] mux_out_pcora,
    output wire [31:0] mux_out_borimm,
    output reg [31:0] rs1_data,
    output reg [31:0] rs2_data,
    output reg [31:0] imm_value,
    output reg [31:0] pc_value,  
    output reg [31:0] nextpc,  
    output reg [4:0] rd_register,  
    output reg [2:0] func_data_out,
    output reg [6:0] func_7_out,
    output reg [6:0] op_code_out,
    output reg [31:0] linkreg,  
    output reg [31:0] instr_out,  
    output reg branch_enable_out,
    output reg jal_en_out,
    output reg jalr_en_out,
    output reg mem_enable_out,
    output reg mem_read_out,
    output reg mem_write_out,
    output reg wb_enable_out,
    output reg ld_enable_out,
    output reg [4:0] rs1_fwd, 
    output reg [4:0] rs2_fwd,
    output wire [4:0] rs1_f, 
    output wire [4:0] rs2_f,
    output wire [4:0] rd_temp_f,
    output wire [6:0] opcode_f,
    output wire [2:0] func_data_f,
    output wire [6:0] func_7_f,
    output wire read_regport_f1_out, 
    output wire read_regport_f2_out,
    output wire mem_enable_f_out,
    output wire mem_write_f_out,
    output wire wb_enable_f_out,
    output reg [31:0]imm_data_f_out 
 );
wire mem_enable_temp,mem_read_temp,mem_write_temp,wb_enable_temp,ld_enable_temp;
wire [4:0] rs1, rs2, rd_temp;
wire [2:0] func_data;
wire [6:0] func_7;
wire [6:0] op_code;
assign rs1 = instruction[19:15];
assign rs2 = instruction[24:20];
assign rd_temp  = instruction[11:7];
assign op_code = instruction[6:0];
assign func_data = instruction[14:12];
assign func_7 = instruction[31:25];
wire fpu_en;
wire imm_selector_f; 
wire [31:0] imm_data_f;
wire  sw_en;
wire [31:0] lr;
wire read_reg_port1, read_reg_port2;
wire mux_selector, mux_selector_sec;
wire branch_en, jalr_en, jal_en;
wire  imm_selector;
wire [31:0] rs1data, rs2data, immdata;
wire [31:0] branch_rs1data, branch_rs2data, branch_immvalue, branch_pcvalue;
wire [31:0] jalr_rs1data, jalr_immvalue, jalr_pcvalue;
ctrl_unit u_ctrl (
    .opcode(op_code),
    .func(func_data),
    .func_7(func_7),
    .read_regport1(read_reg_port1),
    .read_regport2(read_reg_port2),
    .imm_selector(imm_selector),
    .mux_selector(mux_selector),
    .mux_selector_sec(mux_selector_sec),
    .branch_en(branch_en),
    .jalr_en(jalr_en),
    .jal_en(jal_en),
    .sw_inst(sw_en),
    .mem_enable(mem_enable_temp),
    .mem_read(mem_read_temp),
    .mem_write(mem_write_temp),
    .wb_enable(wb_enable_temp),
    .ld_enable(ld_enable_temp),
    .fpu_en(fpu_en),
    .read_regport_f1(read_regport_f1_out),
    .read_regport_f2(read_regport_f2_out),
    .mem_enable_f(mem_enable_f_out),
    .mem_write_f(mem_write_f_out),
    .wb_enable_f(wb_enable_f_out),
    .imm_selector_f(imm_selector_f)
);
assign rs1_f=(fpu_en)?rs1:5'd0;
assign rs2_f=(fpu_en)?rs2:5'd0;
assign rd_temp_f=(fpu_en)?rd_temp:5'd0;
assign opcode_f=(fpu_en)?op_code:7'd0;
assign func_data_f=(fpu_en)?func_data:3'd0;
assign func_7_f=(fpu_en)?func_7:7'd0;
reg_bank u_regfile (
    .clk(clk),
    .rst(rst),
    .rs1(rs1),
    .rs2(rs2),
    .rd(rd_in),
    .read_reg_port1(read_reg_port1),
    .read_reg_port2(read_reg_port2),
    .wb_data(wb_data),
    .wb_signal(reg_write_en),
    .rs1_data(rs1data),
    .rs2_data(rs2data)
);
imm_gen u_imm_gen (
    .instruction(instruction),
    .imm_selector(imm_selector),
    .imm_data(immdata),
    .imm_data_f(imm_data_f)
);
mux_1c2 u_mux1(
    .a(rs1data),
    .b(pc),
    .sel(mux_selector),
    .out(mux_out_pcora)  
);
mux_1c2 u_mux2(
    .a(rs2data),
    .b(immdata),
    .sel(mux_selector_sec),
    .out(mux_out_borimm)
);
branch_unit u_branch (
    .branch_en(branch_en),
    .rs1_data_temp(rs1data),
    .rs2_data_temp(rs2data),
    .imm_value_temp(immdata),
    .pc_value_temp(pc),
    .rs1data(branch_rs1data),
    .rs2data(branch_rs2data),
    .immvalue(branch_immvalue),
    .pcvalue(branch_pcvalue)
);
jalr_unit u_jalr (
    .jalr_en(jalr_en),
    .jal_en(jal_en),
    .rs1_data_temp(rs1data),
    .rs2_data_temp(rs2data),
    .imm_value_temp(immdata),
    .pc_value_temp(pc),
    .rs1data(jalr_rs1data),
    .immvalue(jalr_immvalue),
    .pcvalue(jalr_pcvalue),
    .linkregister(lr)
);
always @(posedge clk or posedge rst) begin
    if (rst) begin
        rs1_data <= 0;
        rs2_data <= 0;
        imm_value <= 0;
        pc_value <= 0;
        nextpc <= 0;
        instr_out <= 0;
        rd_register <= 0;
        linkreg <= 0;
        op_code_out <= 0;
        func_data_out <= 0;
        func_7_out <= 0;
        branch_enable_out <= 0;
        jal_en_out<=0;
        jalr_en_out <= 0;
        mem_enable_out<=0;
        mem_read_out<=0;
        mem_write_out<=0;
        wb_enable_out<=0;
        ld_enable_out<=0;
        rs1_fwd<=5'b0;
        rs2_fwd<=5'b0;
        imm_data_f_out<=32'd0;
    end 
    else begin
        op_code_out <= op_code;
        func_data_out <= func_data;
        func_7_out <= func_7;
        branch_enable_out <= branch_en;
        jal_en_out <= jal_en;
        jalr_en_out <= jalr_en;
        mem_enable_out<=mem_enable_temp;
        mem_read_out<=mem_read_temp;
        mem_write_out<=mem_write_temp;
        wb_enable_out<=wb_enable_temp;
        ld_enable_out<=ld_enable_temp;
        rs1_fwd<=rs1;
        rs2_fwd<=rs2;
        if (flush_out) begin
            rs1_data <= 0;
            rs2_data <= 0;
            imm_value <= 0;
            nextpc <= 0;
            instr_out <= 0;
            rd_register <= 0;
            pc_value <= 0;
            linkreg <= 0;
        end 
        else if (branch_en) begin
            rs1_data <= branch_rs1data;
            rs2_data <= branch_rs2data;
            imm_value <= branch_immvalue;
            nextpc <= branch_pcvalue;
        end 
        else if (jalr_en) begin
            nextpc <= jalr_pcvalue;
            linkreg <= lr;
            rd_register <= rd_temp;
        end 
        else if (jal_en) begin
            nextpc <= jalr_pcvalue;
            linkreg <= lr;
            rd_register <= 5'bx;
        end 
        else if (fpu_en) begin
             if(flag_done)
              imm_data_f_out<=imm_data_f;
        end 
        else begin
            if (sw_en) begin
                rd_register <= 5'bx;
            end 
            else begin
                rd_register <= rd_temp;
            end
            rs1_data <= rs1data;
            rs2_data <= rs2data;
            imm_value <= immdata;
            pc_value <= pc;
        end
    end
end
endmodule 
`timescale 1ns / 1ps
module branch_unit( input wire branch_en,input wire [31:0]  rs1_data_temp,
                   input wire  [31:0]  rs2_data_temp,
                   input wire [31:0] imm_value_temp,
                   input wire [31:0] pc_value_temp,output reg [31:0] rs1data,
                   output reg [31:0]rs2data,
                   output reg [31:0] immvalue,
                   output reg [31:0] pcvalue);
 always@(*) begin
  if( branch_en ) begin
   rs1data<=rs1_data_temp;
   rs2data<=rs2_data_temp;
   immvalue<=imm_value_temp;
   pcvalue<=pc_value_temp + (imm_value_temp<<2);
  end
 end
endmodule
`timescale 1ns / 1ps
module ctrl_unit(input wire [6:0] opcode,input wire [2:0] func,input wire [6:0] func_7,
                 output reg read_regport1,
                 output reg read_regport2,
                 output reg imm_selector,
                 output reg mux_selector,output reg mux_selector_sec,
                  output reg branch_en,output reg jalr_en,
                  output reg mem_enable,
                  output reg mem_read,
                  output reg mem_write,
                  output reg wb_enable,
                  output reg ld_enable,output reg jal_en,
                  output reg fpu_en,
                  output reg sw_inst,
                  output reg read_regport_f1,
                  output reg read_regport_f2,
                  output reg wb_enable_f,
                  output reg imm_selector_f,
                  output reg mem_enable_f,
                  output reg mem_write_f
                  );
always@(*) 
 begin
    read_regport_f1=0;
    read_regport_f2=0;
    imm_selector_f=0;
    mem_enable_f=0;
    mem_write_f=0;
    read_regport1 = 0;
    read_regport2 = 0;
    imm_selector = 0;
    mux_selector = 0;
    mux_selector_sec = 0;
    branch_en = 0;
    jal_en=0;
    jalr_en = 0;
    mem_enable = 0;
    mem_read = 0;
    mem_write = 0;
    wb_enable = 0;
    ld_enable=0;
    fpu_en=0;
    sw_inst=1'b0;
  case(opcode)
   7'b0110011: begin 
    branch_en=0;
    read_regport1=1'b1; 
    read_regport2=1'b1; 
    mux_selector=1'b1; 
    mux_selector_sec=1'b1; 
    mem_enable=1'b0;
    wb_enable=1'b1;
   end
   7'b0010011: begin 
    branch_en=0;
    read_regport1=1'b1; 
    read_regport2=1'b0;
    imm_selector=1'b1; 
    mux_selector=1'b1; 
    mux_selector_sec=1'b0; 
    mem_enable=1'b0;
    wb_enable=1'b1;
   end
   7'b1100011: begin 
    read_regport1=1'b1; 
    read_regport2=1'b1; 
    imm_selector=1'b1; 
    branch_en=1'b1;
    mem_enable=1'b0;
    wb_enable=1'b0;
   end 
   7'b1101111: begin 
    branch_en=0;
    read_regport1=1'b0;
    read_regport2=1'b0;
    imm_selector=1'b1;
    mux_selector=1'b0; 
    mux_selector_sec=1'b0; 
    mem_enable=1'b0;
    wb_enable=1'b1;
    jal_en=1'b1; 
   end
   7'b1100111: begin  
     branch_en=0;
     read_regport1=1'b1;
     read_regport2=1'b0;
     imm_selector=1'b1;
     jalr_en=1;
     mem_enable=1'b0;
     wb_enable=1'b1;
   end
   7'b0110111,7'b0010111: begin 
    branch_en=0;
    read_regport1=1'b0;
    read_regport2=1'b0;
    imm_selector=1'b1;
    mem_enable=1'b0;
    wb_enable=1'b1;
   end
   7'b0000011: begin  
    branch_en=0;
    read_regport1=1'b1;
    read_regport2=1'b0;
    imm_selector=1'b1;
    mem_enable=1'b1;
    mem_read=1'b1;
    wb_enable=1'b1;
    ld_enable=1'b1;
   end
   7'b0100011: begin  
    branch_en=0;
    read_regport1=1'b1;
    read_regport2=1'b1;
    imm_selector=1'b1;
    mem_enable=1'b1;
    mem_write=1'b1;
    wb_enable=1'b0;
    sw_inst=1'b1;
   end
   7'b1010011: begin  
    fpu_en=1'b1;
    read_regport_f1=1'b1;
    read_regport_f2=1'b1;
    imm_selector_f=1'b0;
    mem_enable_f=1'b0;
    mem_write_f=1'b0;
    wb_enable_f=1'b1;
   end
  endcase
 end
endmodule
`timescale 1ns / 1ps
module imm_gen(
    input wire imm_selector,imm_selector_f,        
    input wire [31:0] instruction,  
    output wire [31:0] imm_data,
    output wire [31:0] imm_data_f     
);
wire [6:0] op_code = instruction[6:0];
wire [2:0] func = instruction[14:12];
wire [6:0] func_7 = instruction[31:25];
reg [31:0] imm_data_inter;
always @(*) begin
    case(op_code)
        7'b1100011: begin  
            imm_data_inter <= {{20{instruction[31]}}, instruction[7], instruction[30:25], instruction[11:8], 1'b0};
        end
        7'b1101111: begin  
            imm_data_inter <= {{12{instruction[31]}}, instruction[19:12], instruction[20], instruction[30:21], 1'b0};
        end
        7'b1100111,  
        7'b0010011,  
        7'b0000011: begin  
            imm_data_inter <= {{20{instruction[31]}}, instruction[31:20]};
        end
        7'b0100011: begin  
            imm_data_inter <= {{20{instruction[31]}}, instruction[31:25], instruction[11:7]};
        end
        7'b0010111: begin  
            imm_data_inter <= {instruction[31:12], 12'b0};  
        end
        7'b0110111: begin  
            imm_data_inter <= {instruction[31:12], 12'b0};  
        end
        default: begin
            imm_data_inter <= 32'd0;  
        end
    endcase
end
assign imm_data = (imm_selector == 1'b1) ? imm_data_inter : 32'd0;
assign imm_data_f=(imm_selector_f==1'b1)?imm_data_inter:32'd0;
endmodule
`timescale 1ns / 1ps
module jalr_unit( input wire jalr_en,input wire jal_en,
                  input wire [31:0] rs1_data_temp,
                  input wire [31:0] rs2_data_temp,
                  input wire [31:0] imm_value_temp,input wire [31:0] pc_value_temp,
                  output reg [31:0] rs1data,output reg [31:0] rs2data,
                  output reg [31:0] immvalue,output reg [31:0] pcvalue,
                  output reg [31:0] linkregister );
always@(*) begin
  if( jalr_en ) begin
   rs1data=rs1_data_temp;
   rs2data=rs2_data_temp;
   immvalue=imm_value_temp;
   pcvalue=(rs1_data_temp+imm_value_temp) & ~1; 
   linkregister=pcvalue + 4;
  end
  else if(jal_en) begin
   immvalue=imm_value_temp;
   pcvalue=pc_value_temp+ imm_value_temp;
   linkregister=pcvalue + 4;
  end
end
endmodule
module mux_1c2(input wire [31:0] a, input wire [31:0] b, input wire sel, output wire [31:0] out);
  assign out = sel ? a : b;
endmodule
`timescale 1ns / 1ps
module reg_bank(input wire clk,input wire rst,
            input wire [4:0] rs1,input wire [4:0] rs2,
            input wire [4:0] rd,
             input wire read_reg_port1,input wire read_reg_port2,
             input wire [31:0] wb_data,input wire wb_signal,
             output wire [31:0] rs1_data,output wire [31:0] rs2_data );
integer i;
reg [31:0] registers [31:0];
assign rs1_data=(read_reg_port1==0)?32'd0:registers[rs1];
assign rs2_data=(read_reg_port2==0)?32'd0:registers[rs2];
always@(posedge clk or posedge rst) begin
 if(rst) begin
    for(i=0;i<31;i=i+1) begin
     registers[i]=i;
    end
 end
 else begin
   if(wb_signal & rd!=5'b00000) begin
    registers[rd]=wb_data;
   end
  end
 end
 endmodule
$ cat constraint.sdc
current_design Id_stage

set clk_period 13.1
set clk_io_pct 0.2

create_clock -name clk0 -period $clk_period [get_ports {clk}]

set non_clock_inputs [all_inputs -no_clocks]
set_input_delay [expr $clk_period * $clk_io_pct] -clock clk0 $non_clock_inputs
set_output_delay [expr $clk_period * $clk_io_pct] -clock clk0 [all_outputs]
==> run_results.csv <==
group,metric,value,unit
floorplanning,core_area,172100,um^2
pwr,swShare,0.2851,
logic_synthesis,syn_area,69530,um^2
floorplanning,ios,503,
global_routing,grt_pass1_wl,458.9,mm
logic_synthesis,netlist-cell-type-count,107,
final_timing,unclocked_pins,190,
placed_design,finalWeightedCongestion,1.014,
drt,vias_per_cell,6.726,
global_routing,first_global_vias,58730,
final_timing,final_max_slew_viol_count,0,
pwr,internal_power,7745,uW
logic_synthesis,yosys_area,69530,um^2
critical_path,crit_fanout,18,
critical_path,crit_family,"buffers and inverters",
worst_hold_path,hold_path_depth,0,
critical_path,cpPeakStageDelay,0.87,ns
final_timing,setup_viol,0,
final_timing,fin_skew,0.02782,ns
cells_and_area,synthToLayoutAreaGrowth,17.87,%
clocking,clk_pin_slew,0.06,ns
flow_run,warnings,44,
logic_synthesis,ff_type,"dfrtp_1",
logic_synthesis,area_leaders,"dfrtp_1 (41%), mux2_2 (16%), a22oi_1 (5.0%)",
outcome,status,"finished clean",
cells_and_area,drive_gt1_frac,0.2560,
critical_path,worst_path_most_repeated_cell,"nand2_1",
final_timing,finalCritPeriodShare,0.7777,
logic_synthesis,syn_area_per_cell,11.11,um^2
pwr,leakage,0.03557,uW
critical_path,r2r_cells,8,
logic_synthesis,synth.largest_area_cell,"dfrtp_1",
global_routing,gr-total-overflow,0,
floorplanning,rows,152,
pwr,p_per_area,132.2,nW/um^2
cells_and_area,stdcell_area,81950,um^2
pwr,power_frac_comb,0.138,
final_timing,fin_tns_setup,0,ns
clocking,htree_num_levels,4,
pwr,clock_power_share,0.393,
final_timing,fmax,0.09816,GHz
critical_path,cp_cell_sequence,"clkdlybuf4s50_1 > nand2_1 > nor2_4 > buf_4 > buf_4 > a22oi_1 > nand4_1 > o32a_1 > nand2_1 > nand2_1 > clkdlybuf4s50_1",
floorplanning,initial_core_util,0.4040,
global_routing,grt_max_degree,134,
critical_path,start_kind,"input pin",
clocking,post-cts-setup-buffer-count,0,
clocking,hold_buffers,0,
clocking,worstSkewPairLatency,0.83,ns
clocking,cts_buffers,143,
critical_path,cp_num_buf_inv,4,
final_timing,max_slew_margin,0.2636,
critical_path,r2r_end,"rs1_data[31]$_DFFE_PP0P_",
floorplanning,die_x,418.9,um
clocking,clock_path_buffers,3,
drt,drt_iter0_drc,6924,
logic_synthesis,top_area_frac,0.4132,
drt,vias,60340,
critical_path,crit_slowest_cell,"clkdlybuf4s50_1",
critical_path,end_kind,"output port",
pwr,ir_drop,0.1497,mV
placed_design,dp.final_hpwl,207.0,mm
clocking,cts_root_buffer,"clkbuf_16",
pwr,power_switching,3088,uW
floorplanning,die_area,175500,um^2
drt,drt_first_pass_iters,9,
critical_path,critical_path_required,10.48,ns
logic_synthesis,yosys_warnings,8,
final_timing,unconstrained_endpoints,190,
critical_path,r2r_setup_slack,10.42,ns
critical_path,criticalPathCategory,"in2out",
drt,drc,0,
final_timing,grt_setup_unrepaired,"false",
drt,wirelength,332.7,mm
flow_run,drv_cap,0,
clocking,cts_tree,"built",
critical_path,reg2reg_from,"u_regfile.registers[13][31]$_DFFE_PP0P_",
final_timing,hold_violations,0,
logic_synthesis,ys_cells,6257,
worst_hold_path,worstHoldStart,"u_regfile.registers[0][16]$_DFFE_PP0P_",
logic_synthesis,edf_count,32,
critical_path,cp.arrival,7.57,ns
logic_synthesis,synthCells,6257,
placed_design,numPortBuffers,431,
worst_hold_path,holdPathEnd,"u_regfile.registers[0][16]$_DFFE_PP0P_",
floorplanning,die_h,418.9,um
clocking,cts_resized,0,
drt,ant_nets,0,
logic_synthesis,postSynth.asyncResetShare,0.8464,
worst_hold_path,hold_class,"reg2reg",
drt,wl_per_cell,37.09,um
final_timing,min_period,10.19,ns
pwr,seq_power_share,0.469,
global_routing,antenna_found_initial,22,
global_routing,grt_usage,0.3902,
placed_design,place_area,76970,um^2
logic_synthesis,synth_flops,1445,
final_timing,worst_pin_slew,1.102,ns
cells_and_area,largest_register_ffs,1024,
-- cells in the mapped netlist, types with 14 or more instances --
master,instances
or2_2,14
a221oi_1,256
o32a_1,54
dlxtn_1,62
dfstp_2,75
nor2b_1,21
and2_1,94
a211oi_1,24
nand4_1,131
xor2_1,33
dfrtp_1,1148
dlxtp_1,128
nor2_1,255
edfxtp_1,32
nand2_1,417
mux2_2,984
buf_1,84
a22o_1,257
a21oi_1,236
clkbuf_1,461
o211ai_1,15
o21ai_0,83
a21o_1,43
and3_1,46
a311oi_1,48
buf_4,78
mux2i_1,17
o21a_1,14
inv_1,94
xnor2_1,63
ha_1,89
a22oi_1,466
a222oi_1,33
a31oi_1,14
nand2b_1,21
nand3_1,116
o31ai_1,16
nor3_1,53
-- final cells by class --
class / instances / area, um^2
diodes: 21 / 52.55
well taps: 2310 / 2890
clock inverters: 52 / 759.5
fillers: 15330 / 90160
flip-flops and latches: 1445 / 34510
repair buffers: 691 / 6326
multi-input cells: 4148 / 32860
clock buffers: 207 / 4173
inverters: 97 / 375.4
-- routing by layer --
layer,GRT usage,vias to the layer above,routed length [um]
met5,0.04974,-,1349
met4,0.2340,44,27330
met3,0.2387,1497,53340
met2,0.5363,4770,137200
met1,0.4620,29940,113500
li1,-,24090,-
-- stage by stage --
stage	utilization	hold slack [ns]	power (uW)	std cells	setup WS (ns)
floorplan	-	0.4257	5901	6325	-6.356
global route	0.4759	0.4222	11150	8956	2.999
detailed placement	0.4472	0.3910	6572	8691	3.184
CTS	0.4758	0.4059	10790	8950	3.167
finish	0.4761	0.4042	10830	8971	2.913
global placement	0.4472	0.3893	6533	8691	3.166
-- kinds of logic after synthesis --
| logic type | after synthesis | share of synthesized area |
|---|---|---|
| latches | 190 | 0.04100 |
| other cells | 2 | 0.0001080 |
| fa+ha+maj | 94 | 0.01719 |
| xor+xnor | 97 | 0.01233 |
| mux | 1003 | 0.1622 |
| simple gates | 1246 | 0.08721 |
| flops | 1255 | 0.4553 |
| compound gates | 1638 | 0.1803 |
| buf+inv | 732 | 0.04434 |
-- how the worst max path moves through the flow --
stage / slack, ns / endpoint / depth (start not counted) / from
after global routing: 3.00 / mux_out_borimm[21] / 10 / instruction[23]
after CTS: 3.17 / mux_out_borimm[26] / 12 / instruction[20]
final: 2.91 / mux_out_borimm[25] / 11 / instruction[20]
-- cells in the final DEF (no fill, tap or decap), types with 24 or more instances in the layout --
cell type and n:
mux2_2 984, a21o_1 43, and2_1 94, ha_1 89
xnor2_1 63, dlxtn_1 62, nor2_1 182, nor2_4 74
clkbuf_16 146, edfxtp_1 32, clkbuf_1 32, dfrtp_1 1148
nor3_1 44, a311oi_1 48, nand2_1 404, a22oi_1 466
and3_1 45, a221oi_1 256, a222oi_1 33, xor2_1 33
clkbuf_8 29, inv_1 92, a211oi_1 24, o21ai_0 83
conb_1 70, nand3_1 113, clkdlybuf4s50_1 430, nand4_1 131
o32a_1 54, buf_4 256, dfstp_2 75, a21oi_1 235
a22o_1 257, dlxtp_1 128
-- power groups by stage --
stage	clock, uW	combinational (uW)	sequential (uW)
finish	4260	1500	5080
CTS	4270	1460	5050
global route	4420	1590	5140
No activity file was given, so power comes from the tool's default toggle rates.
